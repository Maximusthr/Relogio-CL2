<file path="run.sh">
#!/bin/bash
# OpenROAD 26Q1-2900-gdf79404cd8, Yosys 0.63+post, stock flow scripts
make -C /OpenROAD-flow-scripts/flow DESIGN_CONFIG=/design/flow/config.mk WORK_HOME=/design/flow/orfs finish
</file>
<file path="config.mk">
export PLATFORM = sky130hd
export DESIGN_NAME = Relogio
export DESIGN_NICKNAME = Relogio
export VERILOG_FILES = /design/flow/design.v
export SDC_FILE = /design/flow/constraint.sdc
export NUM_CORES = 4
export LEC_CHECK = 1
export CORE_UTILIZATION = 40
</file>
<file path="constraint.sdc">
current_design Relogio

set clk_period 3.2
set clk_io_pct 0.2

create_clock -name clk0 -period $clk_period [get_ports {clock}]

set non_clock_inputs [all_inputs -no_clocks]
set_input_delay [expr $clk_period * $clk_io_pct] -clock clk0 $non_clock_inputs
set_output_delay [expr $clk_period * $clk_io_pct] -clock clk0 [all_outputs]
</file>
<file path="design.v">
module Relogio (
    input reset,
    input clock,
    output logic [6:0] s_lsd,
    output logic [6:0] s_msd,
    output logic [6:0] m_lsd,
    output logic [6:0] m_msd,
    output logic [6:0] h_lsd,
    output logic [6:0] h_msd
);
  logic enable1hz;
  enable_1hz meuhabilitador (
      .enable_clock(clock),
      .enable_reset(reset),
      .enable_pulseout(enable1hz)
  );
  logic [3:0] bcd_s_lsd;
  logic [2:0] bcd_s_msd;
  logic incrementa_minuto;
  maq_s maqs_display_s (
      .maqs_clock(clock),
      .maqs_reset(reset),
      .maqs_enable(enable1hz),
      .maqs_lsd(bcd_s_lsd),
      .maqs_msd(bcd_s_msd),
      .maqs_incrementaminuto(incrementa_minuto)
  );
  bcd_7seg display_s_lsd (
      .bcd_bcd_in(bcd_s_lsd),
      .bcd_display_out(s_lsd)
  );
  bcd_7seg display_s_msd (
      .bcd_bcd_in({1'b0, bcd_s_msd}),
      .bcd_display_out(s_msd)
  );
  logic [3:0] bcd_m_lsd;
  logic [2:0] bcd_m_msd;
  logic incrementa_hora;
  maq_m maqs_display_m (
      .maqm_clock(clock),
      .maqm_reset(reset),
      .maqm_enable(enable1hz),
      .maqm_incremento(incrementa_minuto),
      .maqm_lsd(bcd_m_lsd),
      .maqm_msd(bcd_m_msd),
      .maqm_incrementahora(incrementa_hora)
  );
  bcd_7seg display_m_lsd (
      .bcd_bcd_in(bcd_m_lsd),
      .bcd_display_out(m_lsd)
  );
  bcd_7seg display_m_msd (
      .bcd_bcd_in({1'b0, bcd_m_msd}),
      .bcd_display_out(m_msd)
  );
  logic [3:0] bcd_h_lsd;
  logic [1:0] bcd_h_msd;
  maq_h maqs_display_h (
      .maqh_clock(clock),
      .maqh_reset(reset),
      .maqh_enable(enable1hz),
      .maqh_incremento(incrementa_hora),
      .maqh_lsd(bcd_h_lsd),
      .maqh_msd(bcd_h_msd)
  );
  bcd_7seg display_h_lsd (
      .bcd_bcd_in(bcd_h_lsd),
      .bcd_display_out(h_lsd)
  );
  bcd_7seg display_h_msd (
      .bcd_bcd_in({2'd0, bcd_h_msd}),
      .bcd_display_out(h_msd)
  );
endmodule
module bcd_7seg(
    input[3:0] bcd_bcd_in,
    output logic [6:0] bcd_display_out
);
    always_comb
        case (bcd_bcd_in)
            4'd0: bcd_display_out <= 7'b1111110;
            4'd1: bcd_display_out <= 7'b0110000;
            4'd2: bcd_display_out <= 7'b1101101;
            4'd3: bcd_display_out <= 7'b1111001;
            4'd4: bcd_display_out <= 7'b0110011;
            4'd5: bcd_display_out <= 7'b1011011;
            4'd6: bcd_display_out <= 7'b1011111;
            4'd7: bcd_display_out <= 7'b1110000;
            4'd8: bcd_display_out <= 7'b1111111;
            4'd9: bcd_display_out <= 7'b1111011;
            default: bcd_display_out <= 7'b0000000;
        endcase
endmodule
module enable_1hz(
    input enable_clock,
    input enable_reset,
    output logic enable_pulseout
);
    logic [25:0] contador;
    always_ff @(posedge enable_clock)
        if (!enable_reset)
            contador <= 26'd0;
        else
            if (contador == 26'd499)
                contador <= 26'd0;
            else
                contador <= contador + 26'd1;
    always_comb
        enable_pulseout <= (contador == 26'd499);
endmodule
module maq_h(
    input maqh_reset,
    input maqh_clock,
    input maqh_enable,
    input maqh_incremento,
    output logic [3:0] maqh_lsd,
    output logic [1:0] maqh_msd
);
always_ff @(posedge maqh_clock)
    begin
        if (!maqh_reset)
            begin
                maqh_lsd <= 0;
                maqh_msd <= 0;
            end
        else if (maqh_incremento)
            begin
                if (maqh_msd == 2'd2 && maqh_lsd == 4'd3)  
                    begin
                        maqh_msd <= 0;
                        maqh_lsd <= 0;
                    end
                else if (maqh_lsd == 4'd9)
                    begin
                        maqh_msd <= maqh_msd + 1'd1;
                        maqh_lsd <= 0;
                    end
                else
                    begin
                        maqh_lsd <= maqh_lsd + 1'd1;
                    end
            end
    end
endmodule
module maq_m(
    input maqm_reset,
    input maqm_clock,
    input maqm_enable,
    input maqm_incremento,
    output logic [3:0] maqm_lsd,
    output logic [2:0] maqm_msd,
    output logic maqm_incrementahora
);
always_ff @(posedge maqm_clock)
    begin
        if (!maqm_reset)
            begin
                maqm_lsd <= 0;
                maqm_msd <= 0;
                maqm_incrementahora <= 0;
            end
        else if (maqm_enable && maqm_incremento)
            begin
                if (maqm_msd == 3'd5 && maqm_lsd == 4'd9)  
                    begin
                        maqm_msd <= 0;
                        maqm_lsd <= 0;
                        maqm_incrementahora <= 1'd1;
                    end
                else if (maqm_lsd == 4'd9)
                    begin
                        maqm_lsd <= 0;
                        maqm_incrementahora <= 0;
                        maqm_msd <= maqm_msd + 1'd1;
                    end
                else
                    begin
                        maqm_lsd <= maqm_lsd + 1'd1;
                        maqm_incrementahora <= 0;
                    end
            end
        else 
            begin
                maqm_incrementahora <= 0;
            end
    end
endmodule
module maq_s(
    input maqs_reset,
    input maqs_clock,
    input maqs_enable,
    output logic [3:0] maqs_lsd,
    output logic [2:0] maqs_msd,
    output logic maqs_incrementaminuto
);
always_ff @(posedge maqs_clock)
    begin
        if (!maqs_reset)
            begin
                maqs_lsd <= 0;
                maqs_msd <= 0;
                maqs_incrementaminuto <= 0;
            end
        else if (maqs_enable)
            begin
                if (maqs_msd == 3'd5 && maqs_lsd == 4'd8)  
                    begin
                        maqs_incrementaminuto <= 1'd1;
                        maqs_lsd <= maqs_lsd + 1'd1;
                    end
                else if (maqs_msd == 3'd5 && maqs_lsd == 4'd9)  
                    begin
                        maqs_msd <= 0;
                        maqs_lsd <= 0;
                        maqs_incrementaminuto <= 0;
                    end
                else if (maqs_lsd == 4'd9)
                    begin
                        maqs_msd <= maqs_msd + 1'd1;
                        maqs_lsd <= 0;
                    end
                else
                    begin
                        maqs_lsd <= maqs_lsd + 1'd1;
                        maqs_incrementaminuto <= 0;
                    end
            end
    end
endmodule
</file>
==> flow_summary.json <==
{
  "fmax_mhz": 339,
  "wl_per_cell_um": 11.6,
  "netlist.area_leader.share": 0.410,
  "first_global_vias": 3088,
  "rsz0062_at_grt": "false",
  "flop_cell": "dfxtp_1",
  "drtIter0Drc": 85,
  "std_cell_rows": 37,
  "synth_area_per_cell_um2": 9.06,
  "syn_area_mm2": 0.00429,
  "die_x_um": 106,
  "warnings": 54,
  "ir_worst_vdd_mv": 0.241,
  "powerDensity_mw_per_mm2": 396,
  "cts_resized": 0,
  "dieArea_mm2": 0.0112,
  "status": "completed",
  "crit_slowest_cell": "or4_4",
  "topCellsByArea": "dfxtp_1 41%, ha_1 12%, nor2_1 4.9%",
  "cts_max_level": 3,
  "synth.distinct_cells": 63,
  "required_ns": 3.46,
  "ys_seq_frac": 0.410,
  "grt_use_met3": 0.0347,
  "ant_nets": 0,
  "coreArea_mm2": 0.0104,
  "cts_buffer_depth": 2,
  "hold_buffers": 0,
  "grt_pass1_wl_um": 13500,
  "critPathLaunchType": "flop",
  "drc": 0,
  "slew-limit-headroom": 0.499,
  "path_max_fanout": 7,
  "top_area_cell": "dfxtp_1",
  "min_from": "meuhabilitador.contador[0]$_SDFF_PP0_",
  "fin_skew_ns": 0.0131,
  "setup_viol": 0,
  "grt-ovfl-total": 0,
  "initCoreUtil": 0.414,
  "layout_top_cell": "dfxtp_1",
  "hold_violations": 0,
  "antenna_cells_inserted": 0,
  "port_buffers": 42,
  "drv_cap": 0,
  "ys_seq_elements": 88,
  "endpoint_kind": "flop",
  "yosys_area_mm2": 0.00429,
  "rr_worst_depth": 9,
  "p_leak_nw": 2.06,
  "synth-async-reset-ratio": 0,
  "ys_warn_count": 5,
  "numCtsBuffers": 9,
  "maxSlewViolCount": 0,
  "drive_gt1_frac": 0.0702,
  "gp_congestion": 0.866,
  "syn_inst": 474,
  "tightest_slew_ns": 0.745,
  "crit-reg2reg-launch": "meuhabilitador.contador[2]$_SDFF_PP0_",
  "cts_tree": "built",
  "min_period_ns": 2.95,
  "final_cell_mix": "88 x dfxtp_1, 56 x nor2_1, 42 x clkdlybuf4s50_1",
  "final_core_util": 0.492,
  "met1_usage": 0.219,
  "hpwl_um": 5440,
  "area_growth_pct": 18.9,
  "grt_usage": 0.148,
  "arrival_ns": 3.21,
  "cts.reportedPaths.clkPinSlew_ns": 0.08,
  "tns_ns": 0,
  "clkLatencyLatePin_ns": 0.35,
  "grt.busiest_layer": "met2",
  "fp.dieH_um": 106,
  "grt_util_met2": 0.232,
  "drt_wl_total_um": 7680,
  "worstPathCellList": "or4_4, or3_1, nor3_1, a22oi_1, nor2_1, inv_1, ha_1, and2_1, a221oi_1",
  "max_stage_delay_ns": 0.55,
  "cts_setup_buffers": 0,
  "critical_path.startpoint": "meuhabilitador.contador[2]$_SDFF_PP0_",
  "vias_per_cell": 4.92,
  "worstSetupPathType": "flop to flop",
  "cts-root-buf": "clkbuf_8",
  "grt_max_degree": 32,
  "finalCritPeriodShare": 0.922,
  "hp-class": "flop to flop",
  "num_vias": 3263,
  "firstDrtPassIters": 4,
  "edf_count": 0,
  "hold_depth": 1,
  "io_pins": 44,
  "cts.sinks": 88,
  "antenna_found_initial": 0,
  "ys_cells": 474
}
## kinds of logic (layout without fill, tap and decap cells)
| group | count (synthesis) | after routing | synth area share |
|---|---|---|---|
| AND/OR/NAND/NOR | 185 | 185 | 0.221 |
| flip-flops | 88 | 88 | 0.410 |
| AND-OR/OR-AND | 70 | 70 | 0.115 |
| buffers and inverters | 51 | 104 | 0.0519 |
| adder cells (fa/ha/maj) | 40 | 40 | 0.117 |
| XOR/XNOR | 27 | 27 | 0.0551 |
| multiplexers | 12 | 12 | 0.0289 |
| other | 1 | 1 | 0.000874 |
## routing by layer
layer / part of all wire / up-vias
li1: - / 1712
met1: 0.51 / 1493
met2: 0.43 / 49
met3: 0.045 / 9
met4: 0.013 / 0
met5: 0 / -
## report_power, final
| part | internal (mW) | total (mW) | switching (mW) |
|---|---|---|---|
| registers | 1.10 | 1.10 | 0.00311 |
| logic | 0.0120 | 0.0338 | 0.0218 |
| clock network | 0.504 | 0.886 | 0.382 |
| total | 1.61 | 2.02 | 0.407 |
## synth_stat cells, types with 2 or more instances
cell type	instances
dfxtp_1	88
nor2_1	56
ha_1	40
inv_1	38
nand2_1	37
a21oi_1	22
nand3_1	20
xnor2_1	17
and2_1	10
o21ai_0	10
xor2_1	10
mux2i_1	9
nand2b_1	9
clkbuf_1	7
nand4_1	7
nor3_1	7
or3_1	7
nor4_1	6
a21o_1	5
and4_1	5
o211ai_1	4
a31oi_1	3
buf_6	3
mux2_2	3
nor3b_1	3
o22ai_1	3
a21boi_0	2
a221oi_1	2
and3_1	2
and3b_1	2
buf_4	2
nand3b_1	2
nor2b_1	2
o21a_1	2
## registers in the layout (all words and copies together) (netlist names), 4 cells and up
| register | count |
|---|---|
| s_lsd | 7 |
| m_msd | 7 |
| maqs_display_h.maqh_lsd | 4 |
| meuhabilitador.contador | 26 |
| maqs_display_m.maqm_lsd | 4 |
| h_lsd | 7 |
| m_lsd | 7 |
| maqs_display_s.maqs_lsd | 4 |
| s_msd | 7 |
| h_msd | 5 |
## worst max-delay path, delay by kind of cell, from the launching register on
family                     cells  cell delay (ns)
DFF                            1             0.36
AOI/OAI and AO/OA              2             0.35
adders and majority gates      1             0.29
buffers and inverters          1             0.11
and+or+nand+nor                5             1.76
## metrics by stage
| stage | std cells | power (mW) | hold WS, ns | instance area (um2) | worst slack, ns |
|---|---|---|---|---|---|
| after detailed placement | 647 | 1.16 | 0.454 | 4860 | 0.255 |
| after floorplan | 474 | 1.15 | 0.430 | 4290 | 0.387 |
| final | 663 | 2.02 | 0.468 | 5100 | 0.249 |
| after global placement | 647 | 1.16 | 0.446 | 4860 | 0.312 |
| after CTS | 663 | 2.05 | 0.472 | 5100 | 0.243 |
| after global routing | 663 | 2.09 | 0.502 | 5100 | 0.0927 |
## layout make-up
cell class,instances,area [um2]
fill,966,5270
inverter,38,143
multi-input combinational,335,2310
clock buffer,12,165
tap,136,170
clock inverter,4,75.1
timing repair buffer,50,480
sequential,88,1760
## worst paths after layout
kind / end / slack (ns)
max: s_lsd[3]$_DFF_P_ / 0.25
min: meuhabilitador.contador[0]$_SDFF_PP0_ / 0.47
min reg2reg: meuhabilitador.contador[0]$_SDFF_PP0_ / 0.47
max reg2reg: s_lsd[3]$_DFF_P_ / 0.25
Power and IR drop assume default switching activity.
